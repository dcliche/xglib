$ cat ./config.mk
export PLATFORM = sky130hd
export DESIGN_NAME = processor
export DESIGN_NICKNAME = processor
export VERILOG_FILES = /design/flow/design.v
export SDC_FILE = /design/flow/constraint.sdc
export NUM_CORES = 4
export LEC_CHECK = 1
export CORE_UTILIZATION = 50
$ cat ./constraint.sdc
current_design processor

set clk_period 38.4
set clk_io_pct 0.2

create_clock -name clk0 -period $clk_period [get_ports {clk}]

set non_clock_inputs [all_inputs -no_clocks]
set_input_delay [expr $clk_period * $clk_io_pct] -clock clk0 $non_clock_inputs
set_output_delay [expr $clk_period * $clk_io_pct] -clock clk0 [all_outputs]
$ cat ./design.v
module alu(
    input  wire logic        clk,
    input  wire logic [31:0] in1_i,
    input  wire logic [31:0] in2_i,
    input  wire logic [2:0]  op_i,
    input                    op_qual_i,  
    output      logic [31:0] out_o
    );
    always_comb begin
        case (op_i)
            3'b000: out_o = op_qual_i ? in1_i - in2_i : in1_i + in2_i;                         
            3'b010: out_o = ($signed(in1_i) < $signed(in2_i)) ? 32'b1 : 32'b0;                 
            3'b011: out_o = (in1_i < in2_i) ? 32'b1 : 32'b0;                                   
            3'b100: out_o = in1_i ^ in2_i;                                                     
            3'b110: out_o = in1_i | in2_i;                                                     
            3'b111: out_o = in1_i & in2_i;                                                     
            3'b001: out_o = in1_i << in2_i[4:0];                                               
            3'b101: out_o = $signed({op_qual_i ? in1_i[31] : 1'b0, in1_i}) >>> in2_i[4:0];     
        endcase
    end
endmodule
module decoder(
    input  wire logic        en_i,
    input  wire logic [31:0] instr_i,
    input  wire logic [31:0] reg_out1_i,
    input  wire logic [31:0] reg_out2_i,
    output      logic [1:0]  next_pc_sel_o,
    output      logic [1:0]  reg_in_source_o,    
    output      logic [4:0]  reg_in_sel_o,
    output      logic        reg_in_en_o,
    output      logic [4:0]  reg_out1_sel_o,
    output      logic [4:0]  reg_out2_sel_o,
    output      logic [2:0]  alu_op_o,
    output      logic        alu_op_qual_o,
    output      logic        d_we_o,
    output      logic        addr_valid_o,
    output      logic [31:0] addr_o,
    output      logic [31:0] imm_o,
    output      logic        alu_in1_sel_o,    
    output      logic        alu_in2_sel_o,    
    output      logic [3:0]  mask_o,
    output      logic        sext_o
    );
    logic [4:0] rd;
    logic [4:0] rs1;
    logic [4:0] rs2;
    logic [31:0] i_imm;
    logic [31:0] s_imm;
    logic [31:0] b_imm;
    logic [31:0] u_imm;
    logic [31:0] j_imm;
    logic [2:0] branch_predicate;
    logic is_branch_taken;
    always_comb begin
        rd   = instr_i[11:7];
        rs1 = instr_i[19:15];
        rs2 = instr_i[24:20];
        i_imm = {{21{instr_i[31]}}, instr_i[30:20]};
        s_imm = {{21{instr_i[31]}}, instr_i[30:25], instr_i[11:7]};
        b_imm = {{20{instr_i[31]}}, instr_i[7], instr_i[30:25], instr_i[11:8], 1'b0};
        u_imm = {instr_i[31:12], {12{1'b0}}};
        j_imm = {{12{instr_i[31]}}, instr_i[19:12], instr_i[20], instr_i[30:21], 1'b0};
    end
    always_comb begin
        next_pc_sel_o   = 2'b00;
        reg_in_source_o = 2'b00;
        reg_in_en_o     = 1'b0;
        alu_op_o        = 3'b000;
        alu_op_qual_o   = 1'b0;
        addr_valid_o    = 1'b0;
        d_we_o          = 1'b0;
        addr_o          = 32'd0;
        imm_o           = 32'd0;
        alu_in1_sel_o   = 1'b0;
        alu_in2_sel_o   = 1'b0;
        is_branch_taken = 1'b0;
        reg_in_sel_o    = 5'b00000;
        reg_out1_sel_o  = 5'b00000;
        reg_out2_sel_o  = 5'b00000;
        mask_o          = 4'b1111;
        sext_o          = 1'b0;
        if (en_i) begin
            case (instr_i[6:0])
                7'b0110111: begin
                    reg_in_sel_o    = rd;
                    reg_out1_sel_o  = 5'b00000;  
                    imm_o           = u_imm;
                    alu_in2_sel_o   = 1'b1;      
                    alu_op_o        = 3'b000;    
                    reg_in_source_o = 2'b00;     
                    reg_in_en_o     = 1'b1;      
                end
                7'b0010111: begin
                    reg_in_sel_o    = rd;
                    imm_o           = u_imm;
                    alu_in1_sel_o   = 1'b1;      
                    alu_in2_sel_o   = 1'b1;      
                    alu_op_o        = 3'b000;    
                    reg_in_source_o = 2'b00;     
                    reg_in_en_o     = 1'b1;      
                end
                7'b1101111: begin
                    reg_in_source_o = 2'b10;  
                    reg_in_sel_o    = rd;
                    reg_in_en_o     = 1'b1;   
                    addr_o          = j_imm;
                    next_pc_sel_o   = 2'b01;  
                end
                7'b1100111: begin
                    reg_in_source_o = 2'b10;  
                    reg_in_sel_o    = rd;
                    reg_in_en_o     = 1'b1;   
                    reg_out1_sel_o  = rs1;
                    addr_o          = reg_out1_i + i_imm;
                    addr_o          = {addr_o[31:1], 1'b0};
                    next_pc_sel_o   = 2'b11;  
                end
                7'b1100011: begin
                    reg_out1_sel_o = rs1;
                    reg_out2_sel_o = rs2;
                    addr_o = b_imm;
                    case (instr_i[14:12])
                        3'b000:
                            if (reg_out1_i == reg_out2_i)
                                is_branch_taken = 1'b1;
                        3'b001:
                            if (reg_out1_i != reg_out2_i)
                                is_branch_taken = 1'b1;
                        3'b100:
                            if ($signed(reg_out1_i) < $signed(reg_out2_i))
                                is_branch_taken = 1'b1;
                        3'b101:
                            if ($signed(reg_out1_i) >= $signed(reg_out2_i))
                                is_branch_taken = 1'b1;
                        3'b110:
                            if (reg_out1_i < reg_out2_i)
                                is_branch_taken = 1'b1;
                        3'b111:
                            if (reg_out1_i >= reg_out2_i)
                                is_branch_taken = 1'b1;
                    endcase
                    if (is_branch_taken)
                        next_pc_sel_o = 2'b01;  
                end
                7'b0000011: begin
                    reg_in_sel_o = rd;                
                    reg_out1_sel_o = rs1;
                    addr_o = reg_out1_i + i_imm;
                    case (instr_i[14:12])
                        3'b000: begin
                            addr_valid_o    = 1'b1;  
                            d_we_o          = 1'b0;  
                            reg_in_source_o = 2'b01;  
                            reg_in_en_o     = 1'b1;  
                            mask_o          = 4'b0001;
                            sext_o          = 1'b1;
                        end
                        3'b001: begin
                            addr_valid_o    = 1'b1;  
                            d_we_o          = 1'b0;  
                            reg_in_source_o = 2'b01;  
                            reg_in_en_o     = 1'b1;  
                            mask_o          = 4'b0011;
                            sext_o          = 1'b1;
                        end
                        3'b010: begin
                            addr_valid_o    = 1'b1;  
                            d_we_o          = 1'b0;  
                            reg_in_source_o = 2'b01;  
                            reg_in_en_o     = 1'b1;  
                        end
                        3'b100: begin
                            addr_valid_o    = 1'b1;  
                            d_we_o          = 1'b0;  
                            reg_in_source_o = 2'b01;  
                            reg_in_en_o     = 1'b1;  
                            mask_o          = 4'b0001;
                        end
                        3'b101: begin
                            addr_valid_o    = 1'b1;  
                            d_we_o          = 1'b0;  
                            reg_in_source_o = 2'b01;  
                            reg_in_en_o     = 1'b1;  
                            mask_o          = 4'b0011;
                        end
                    endcase                
                end
                7'b0100011: begin
                    reg_out1_sel_o = rs1;
                    reg_out2_sel_o = rs2;
                    addr_o = reg_out1_i + s_imm;
                    case (instr_i[14:12])
                        3'b000: begin
                            addr_valid_o    = 1'b1;  
                            d_we_o          = 1'b1;  
                            mask_o          = 4'b0001;
                        end
                        3'b001: begin
                            addr_valid_o    = 1'b1;  
                            d_we_o          = 1'b1;  
                            mask_o          = 4'b0011;
                        end
                        3'b010: begin
                            addr_valid_o    = 1'b1;  
                            d_we_o          = 1'b1;  
                        end
                    endcase
                end
                7'b0010011: begin
                    reg_in_sel_o    = rd;
                    reg_out1_sel_o  = rs1;
                    alu_op_o        = instr_i[14:12];
                    reg_in_source_o = 2'b00;  
                    reg_in_en_o     = 1'b1;  
                    imm_o           = i_imm;
                    alu_in2_sel_o   = 1'b1;  
                    if (instr_i[14:12] == 3'b101) begin
                        alu_op_qual_o   = instr_i[30];
                    end
                end
                7'b0110011: begin
                    reg_in_sel_o    = rd;
                    reg_out1_sel_o  = rs1;
                    reg_out2_sel_o  = rs2;
                    alu_op_o        = instr_i[14:12];
                    alu_op_qual_o   = instr_i[30];
                    reg_in_source_o = 2'b00;  
                    reg_in_en_o     = 1'b1;  
                    alu_in2_sel_o   = 1'b0;  
                end
                7'b0001111: begin
                end
                7'b1110011: begin
                end
            endcase
        end  
    end
endmodule
module processor(
    input wire logic       clk,
    input wire logic       reset_i,
    output      logic        sel_o,
    output      logic [31:0] addr_o,
    output      logic        we_o,
    output      logic [3:0]  wr_mask_o,
    input  wire logic [31:0] data_in_i,
    output      logic [31:0] data_out_o,
    input  wire logic        ack_i
    );
    logic [31:0] d_addr;
    logic [31:0] d_data_out;
    logic        d_we;
    logic        addr_valid;
    logic [31:0] addr;
    logic [31:0] reg_in;
    logic [4:0]  reg_in_sel;
    logic        reg_in_en;
    logic [1:0]  reg_in_source;
    logic [4:0]  reg_out1_sel;
    logic [4:0]  reg_out2_sel;
    logic [31:0] reg_out1;
    logic [31:0] reg_out2;
    logic [31:0] alu_in1;
    logic [31:0] alu_in2;
    logic [2:0]  alu_op;
    logic        alu_op_qual;
    logic [31:0] alu_out;
    logic [31:0] imm;
    logic        alu_in1_sel;
    logic        alu_in2_sel;
    logic [1:0]  next_pc_sel;
    logic [31:0] pc;
    logic [31:0] next_pc;
    logic [31:0] instruction;
    logic [3:0]  mask;
    logic        sext;
    logic [31:0] d_data_out_ext;
    enum {
        FETCH,
        DECODE,
        DECODE2,
        DECODE3,
        WAIT_ACK,
        WRITE,
        WRITE2
    } state;
    register_file register_file(
        .clk(clk),
        .in_i(reg_in),
        .in_sel_i(reg_in_sel),
        .in_en_i(reg_in_en && state == WRITE),
        .out1_sel_i(reg_out1_sel),
        .out2_sel_i(reg_out2_sel),
        .out1_o(reg_out1),
        .out2_o(reg_out2)
    );
    alu alu(
        .clk(clk),
        .in1_i(alu_in1),
        .in2_i(alu_in2),
        .op_i(alu_op),
        .out_o(alu_out),
        .op_qual_i(alu_op_qual)
    );
    decoder decoder(
        .en_i(state == DECODE || state == DECODE2 || state == DECODE3 || state == WAIT_ACK || state == WRITE),
        .instr_i(instruction),
        .reg_out1_i(reg_out1),
        .reg_out2_i(reg_out2),
        .next_pc_sel_o(next_pc_sel),
        .reg_in_source_o(reg_in_source),
        .reg_in_sel_o(reg_in_sel),
        .reg_in_en_o(reg_in_en),
        .reg_out1_sel_o(reg_out1_sel),
        .reg_out2_sel_o(reg_out2_sel),
        .alu_op_o(alu_op),
        .alu_op_qual_o(alu_op_qual),
        .d_we_o(d_we),
        .addr_valid_o(addr_valid),
        .addr_o(addr),
        .imm_o(imm),
        .alu_in1_sel_o(alu_in1_sel),
        .alu_in2_sel_o(alu_in2_sel),
        .mask_o(mask),
        .sext_o(sext)
    );
    always_comb begin
        d_data_out = data_in_i;
    end
    always_comb begin
        next_pc = 32'd0;
        case (next_pc_sel)
            2'b10: begin
                next_pc = reg_out1;
            end
            2'b01: begin
                next_pc = pc + addr;
            end
            2'b11: begin
                next_pc = addr;
            end
            default: begin
                next_pc = pc + 32'd4;
            end
        endcase
    end
    always_comb begin
        d_data_out_ext = d_data_out >> (8 * (d_addr & 2'b11));
        case (mask)
            4'b0001:
                if (sext) begin
                    d_data_out_ext = {{24{d_data_out_ext[7]}}, d_data_out_ext[7:0]};
                end else begin
                    d_data_out_ext = d_data_out_ext & 32'h000000FF;
                end
            4'b0011:
                if (sext) begin
                    d_data_out_ext = {{16{d_data_out_ext[15]}}, d_data_out_ext[15:0]};
                end else begin
                    d_data_out_ext = d_data_out_ext & 32'h0000FFFF;
                end
        endcase
    end
    always_comb begin
        d_addr = (state == DECODE || state == DECODE2 || state == DECODE3 || state == WAIT_ACK || state == WRITE) ? addr : pc;
        reg_in = reg_in_source == 2'b01 ? d_data_out_ext : reg_in_source == 2'b10 ? pc + 4 : alu_out;
        alu_in1 = alu_in1_sel ? pc : reg_out1;
        alu_in2 = alu_in2_sel ? imm : reg_out2;
    end
    always_ff @(posedge clk) begin
        case (state)
            FETCH: begin
                addr_o     <= pc;
                we_o       <= 1'b0;
                sel_o      <= 1'b1;
                if (ack_i) begin
                    sel_o <= 1'b0;
                    instruction <= d_data_out;
                    state <= DECODE;
                end
            end
            DECODE: begin
                state <= DECODE2;
            end
            DECODE2: begin
                addr_o     <= d_addr;
                state <= DECODE3;
            end
            DECODE3: begin
                data_out_o <= reg_out2 << (8 * (d_addr & 2'b11));
                wr_mask_o  <= mask << (d_addr & 2'b11);
                if (addr_valid) begin
                    we_o       <= d_we;
                    sel_o <= 1'b1;
                    state <= WAIT_ACK;
                end else begin
                    state <= WRITE;
                end
            end
            WAIT_ACK: begin
                if (ack_i) begin
                    sel_o <= 1'b0;
                    we_o  <= 1'b0;
                    state <= WRITE;
                end
            end
            WRITE: begin
                pc <= next_pc;
                state <= WRITE2;
            end
            WRITE2: begin
                state <= FETCH;
            end
        endcase
        if (reset_i) begin
            addr_o     <= 32'd0;
            we_o       <= 1'b0;
            wr_mask_o  <= 4'b1111;
            data_out_o <= 32'd0;
            sel_o <= 1'b0;
            state <= FETCH;
            pc    <= 32'd0;
        end
    end
endmodule
module register_file(
    input  wire logic        clk,
    input  wire logic [31:0] in_i,        
    input  wire logic [4:0]  in_sel_i,    
    input  wire logic        in_en_i,     
    input  wire logic [4:0]  out1_sel_i,  
    input  wire logic [4:0]  out2_sel_i,  
    output      logic [31:0] out1_o,
    output      logic [31:0] out2_o,
    output      logic [31:0] dbg_x0,
    output      logic [31:0] dbg_x1,
    output      logic [31:0] dbg_x2,
    output      logic [31:0] dbg_x3,
    output      logic [31:0] dbg_x4,
    output      logic [31:0] dbg_x5,
    output      logic [31:0] dbg_x6,
    output      logic [31:0] dbg_x7,
    output      logic [31:0] dbg_x8,
    output      logic [31:0] dbg_x9,
    output      logic [31:0] dbg_x10,
    output      logic [31:0] dbg_x11,
    output      logic [31:0] dbg_x12,
    output      logic [31:0] dbg_x13,
    output      logic [31:0] dbg_x14,
    output      logic [31:0] dbg_x15,
    output      logic [31:0] dbg_x16,
    output      logic [31:0] dbg_x17,
    output      logic [31:0] dbg_x18,
    output      logic [31:0] dbg_x19,
    output      logic [31:0] dbg_x20,
    output      logic [31:0] dbg_x21,
    output      logic [31:0] dbg_x22,
    output      logic [31:0] dbg_x23,
    output      logic [31:0] dbg_x24,
    output      logic [31:0] dbg_x25,
    output      logic [31:0] dbg_x26,
    output      logic [31:0] dbg_x27,
    output      logic [31:0] dbg_x28,
    output      logic [31:0] dbg_x29,
    output      logic [31:0] dbg_x30,
    output      logic [31:0] dbg_x31
    );
    logic [31:0] regs[31:0];
    initial begin
        for (integer i = 0; i < 32; i = i + 1)
            regs[i] = 32'd0;
    end
    always_comb begin
        dbg_x0 = regs[0];
        dbg_x1 = regs[1];
        dbg_x2 = regs[2];
        dbg_x3 = regs[3];
        dbg_x4 = regs[4];
        dbg_x5 = regs[5];
        dbg_x6 = regs[6];
        dbg_x7 = regs[7];
        dbg_x8 = regs[8];
        dbg_x9 = regs[9];
        dbg_x10 = regs[10];
        dbg_x11 = regs[11];
        dbg_x12 = regs[12];
        dbg_x13 = regs[13];
        dbg_x14 = regs[14];
        dbg_x15 = regs[15];
        dbg_x16 = regs[16];
        dbg_x17 = regs[17];
        dbg_x18 = regs[18];
        dbg_x19 = regs[19];
        dbg_x20 = regs[20];
        dbg_x21 = regs[21];
        dbg_x22 = regs[22];
        dbg_x23 = regs[23];
        dbg_x24 = regs[24];
        dbg_x25 = regs[25];
        dbg_x26 = regs[26];
        dbg_x27 = regs[27];
        dbg_x28 = regs[28];
        dbg_x29 = regs[29];
        dbg_x30 = regs[30];
        dbg_x31 = regs[31];
    end
    always_ff @(posedge clk) begin
        if (in_en_i) begin
            if (in_sel_i != 0)
                regs[in_sel_i] <= in_i;
        end
        out1_o = regs[out1_sel_i];
        out2_o = regs[out2_sel_i];
    end
endmodule
$ cat ./run.sh
#!/bin/bash
# OpenROAD 26Q1-2900-gdf79404cd8, Yosys 0.63+post, stock flow scripts
make -C /OpenROAD-flow-scripts/flow DESIGN_CONFIG=/design/flow/config.mk WORK_HOME=/design/flow/orfs finish
==> results_dict.tcl <==
# implementation run metrics
set metrics [dict create \
    drc 0 \
    drt_iter0_markers 6553 \
    ys.flop_type "edfxtp_1" \
    initCoreUtil_pct 50.6 \
    peakVddDrop_v 0.0000585 \
    p_leak_nw 28.3 \
    clock_path_buffers 3 \
    rr_worst_depth 28 \
    worstHoldPathCells 1 \
    place_inst 9563 \
    register_area_um2 35200 \
    logic_area_um2 36200 \
    postCtsHoldBufs 0 \
    rows 140 \
    numPortBuffers 104 \
    overflow 0 \
    cts_tree "done" \
    status "finished, final reports clean" \
    crit_arrival_ns 11.26 \
    ys_types 98 \
    h-tree-depth 4 \
    postSynthSeqShare_pct 47.4 \
    async_reset_ff_share_pct 0 \
    r2r_start "state[2]" \
    place_hpwl_um 215000 \
    synth_area_per_cell_um2 9.34 \
    ant_nets 0 \
    grt_pass1_wl_um 464000 \
    dpl_cell_area_um2 77900 \
    fin_tns_setup_ns 0 \
    die_area_um2 150000 \
    grt_pass1_vias 66200 \
    drive_gt1_share_pct 9.06 \
    slew_viol_final 0 \
    crit_fanout 32 \
    numCtsBuffers 134 \
    clk_latency_ns 0.79 \
    synth_chip_area_um2 74200 \
    cap_violations 0 \
    synth_flop_count 1229 \
    core_area_um2 146000 \
    root_buffer "clkbuf_16" \
    grt_setup_unrepaired "false" \
    stdcell_area_um2 82300 \
    netlist_area_um2 74200 \
    power.density_nw_per_um2 79.1 \
    dr_total_vias 68100 \
    finalHoldViolCount 0 \
    cp.required_ns 38.96 \
    end_kind "register" \
    fp.dieH_um 387 \
    synthToLayoutAreaGrowth_pct 10.9 \
    io_pins 105 \
    fin_crit_ns 10.69 \
    edf_count 1056 \
    totalWireLength_um 326000 \
    worstHoldPathType "reg2reg" \
    r2r_slack_ns 29.95 \
    drt_pre_antenna_iters 6 \
    worst_pin_slew_ns 1.20 \
    grt_max_degree 165 \
    yosysWarnings 4 \
    place_congestion 1.06 \
    synth_stat.cells 7941 \
    cts_setup_buffers 0 \
    synth_cells 7941 \
    clock_sinks 1229 \
    reg2reg_to "register_file.regs[17][28]" \
    nFillCells 12200 \
    antenna_found_initial 18 \
    finalClockSkew_ns 0.0698 \
    slew_headroom_pct 19.4 \
    die_width_um 387 \
    post-route-util_pct 56.2 \
    hp-start "wr_mask_o[2]" \
    critPathLaunchType "input port" \
    max_freq_mhz 93.5 \
    hold_end "wr_mask_o[2]" \
    path_clk_slew_ns 0.06 \
    finalClockPeriodUsage_pct 27.8 \
    cts_resized 0 \
    worstSetupPathType "in2reg" \
    wl_per_cell_um 33.2 \
    warnings 106 \
    grt_usage_pct 45.9 \
    routed_via_density 6.94 \
    stdcell_count 9821 \
    finalSetupViolCount 0 \
]
-- worst max-delay path by stage --
stage                          from                         end  slack, ns  depth (start not counted)
after CTS             data_in_i[31]  register_file.regs[29][26]      27.90                         12
after global routing  data_in_i[31]  register_file.regs[29][26]      27.76                         12
final                 data_in_i[31]  register_file.regs[29][26]      27.71                         12
-- report_power, final --
group          switching, mW  internal (mW)  total [mW]
combinational           2.09          0.767        2.86
sequential             0.161           2.22        2.38
clock                  0.559          0.706        1.27
total                   2.81           3.69        6.51
-- Yosys cell counts (181+ instances only) --
| master | instances | area, um^2 |
|---|---|---|
| a211oi_1 | 347 | 2610 |
| a21oi_1 | 655 | 3280 |
| a31oi_1 | 226 | 1410 |
| clkbuf_1 | 666 | 2500 |
| edfxtp_1 | 1056 | 31700 |
| ha_1 | 181 | 2260 |
| nand2_1 | 1051 | 3950 |
| nor2_1 | 530 | 1990 |
| o211ai_1 | 185 | 1390 |
| o21ai_0 | 509 | 2550 |
| o221ai_1 | 246 | 2150 |
| or3_1 | 219 | 1370 |
-- cells in the final DEF, fill, tap and decap left out, types with 94 or more instances in the layout --
cell type / Yosys / final
inv_1: 159 / 159
o21ai_0: 509 / 503
ha_1: 181 / 181
and3_1: 159 / 158
nor3_1: 133 / 131
o221ai_1: 246 / 246
buf_4: 0 / 310
clkbuf_16: 0 / 138
mux2i_1: 102 / 102
clkdlybuf4s50_1: 0 / 103
a211oi_1: 347 / 347
and2_1: 146 / 141
dfxtp_1: 173 / 171
a31oi_1: 226 / 223
or3_1: 219 / 219
o211ai_1: 185 / 185
nor2_1: 530 / 488
edfxtp_1: 1056 / 1056
nand2_1: 1051 / 1040
nand3_1: 94 / 94
a311oi_1: 111 / 111
a21oi_1: 655 / 645
-- critical path, cell delays in order --
cell,delay [ns]
clkdlybuf4s50_1,0.70
mux2i_1,0.28
mux2_2,0.37
or2_2,0.39
o21ai_1,0.17
nor2_1,0.06
buf_4,0.20
a22o_1,0.29
or3_1,0.35
o22ai_1,0.13
or2_1,0.28
buf_4,0.34
-- area by class of cell --
type                       count  area share, %
antenna                        9         0.0274
tap                         1917           2.92
clock buffer                 173           4.42
sequential                  1229           42.8
clock inverter                76          0.856
inverter                     160          0.730
multi-input combinational   5838           44.1
timing repair buffer         419           4.23
-- flip-flops by register name, summed over array words and instances (netlist names), 7 cells and up --
signal,count
data_out_o,32
pc,32
instruction,32
state,7
register_file.regs,1024
register_file.out2_o,32
register_file.out1_o,32
addr_o,32
-- cells by family (layout without fill, tap and decap cells) --
kind of cell    count (synthesis)  in the layout  share of synthesized area (%)
mux                           146            146                           2.06
simple gates                 2517           2517                           15.7
xor+xnor                      111            111                           1.32
flops                        1229           1229                           47.4
other cells                     1             41                        0.00506
compound gates               2834           2834                           25.5
buf+inv                       905            828                           4.65
fa+ha+maj                     198            198                           3.36
-- layer usage --
metal	up-vias	GRT usage, %	part of all wire [%]
met5	-	4.53	0.28
met3	1011	28.7	16
li1	30000	-	-
met1	32300	58.0	35
met4	36	23.4	6.8
met2	4832	62.2	41
-- metrics by stage --
step	hold WS [ns]	setup WS, ns	total power [mW]
after CTS	0.465	27.90	6.40
after global routing	0.475	27.76	6.74
final	0.465	27.71	6.51
after detailed placement	0.453	27.15	5.15
after floorplan	0.393	27.58	3.85
after global placement	0.449	27.06	5.14
Power figures rest on the tool's default switching activity, not on a simulated workload.

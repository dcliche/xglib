File: design/flow/design.v
module framebuffer #(
    parameter FB_WIDTH              = 128,
    parameter FB_HEIGHT             = 128,
    parameter FB_BASE_ADDR          = 24'h0
) (
    input  wire logic                   clk_pix,
    input  wire logic                   reset_i,
    output      logic [40:0]           writer_d_o,
    output      logic                  writer_enq_o,
    input  wire logic                  writer_full_i,
    input  wire logic                  writer_alm_full_i,
    output      logic [31:0]           writer_burst_d_o,
    output      logic                  writer_burst_enq_o,
    input  wire logic                  writer_burst_full_i,
    input  wire logic                  writer_burst_alm_full_i,
    input  wire logic [15:0]           reader_q_i,
    output      logic                  reader_deq_o,
    input  wire logic                  reader_empty_i,
    input  wire logic                  reader_alm_empty_i,
    input  wire logic [127:0]          reader_burst_q_i,
    output      logic                  reader_burst_deq_o,
    input  wire logic                  reader_burst_empty_i,
    input  wire logic                  reader_burst_alm_empty_i,
    output      logic                   ack_o,
    input  wire logic                   sel_i,
    input  wire logic                   wr_i,
    input  wire logic [3:0]             mask_i,
    input  wire logic [23:0]            address_i,
    input  wire logic [15:0]            data_in_i,
    output      logic [15:0]            data_out_o,
    input  wire logic                   stream_start_frame_i,
    input  wire logic [23:0]            stream_base_address_i,   
    input  wire logic                   stream_ena_i,            
    output      logic [15:0]            stream_data_o,           
    output      logic                   stream_preloading_o,
    output      logic                   stream_err_underflow_o,
    output      logic  [3:0]            dbg_state_o
);
    localparam FB_SIZE = FB_WIDTH * FB_HEIGHT;
    localparam PRELOAD_DELAY_COUNT = 16'd64;
    enum {
        IDLE, WAIT_BURST, WRITE0, WRITE1, READ0, READ1, READ2, READ3, READ4, READ_BURST0, READ_BURST1, PRELOAD_DELAY, PRELOAD0, PRELOAD1, PRELOAD2, PRELOAD3, PRELOAD4
    } state;
    assign dbg_state_o = state;
    assign stream_preloading_o = req_burst_preload;
    assign stream_data_o = current_burst_data[127:112];
    logic [2:0]     burst_word_counter;
    logic [127:0]   current_burst_data, new_burst_data;
    logic [23:0]    stream_base_address, burst_address;
    logic           req_burst_preload;
    logic           req_burst_read;
    logic [15:0]    preload_counter;
    logic           read_pending;
    always_ff @(posedge clk_pix) begin
        if (reset_i) begin
            state              <= IDLE;
            ack_o              <= 1'b0;
            writer_enq_o       <= 1'b0;
            writer_burst_enq_o <= 1'b0;
            reader_deq_o       <= 1'b0;
            reader_burst_deq_o <= 1'b0;
            burst_word_counter <= 3'd0;
            current_burst_data <= 128'd0;
            new_burst_data     <= 128'd0;
            stream_base_address <= stream_base_address_i;
            burst_address      <= stream_base_address_i;
            req_burst_preload  <= 1'b0;
            req_burst_read     <= 1'b0;
            stream_err_underflow_o <= 1'b0;
            read_pending       <= 1'b0;
        end else begin
            if (stream_start_frame_i) begin
                stream_base_address <= stream_base_address_i;
                burst_address  <= stream_base_address_i;
                burst_word_counter <= 3'd1;
                req_burst_preload <= 1'b1;
            end else if (stream_ena_i) begin
                if (burst_word_counter == 3'd0) begin
                    current_burst_data <= new_burst_data;
                    req_burst_read     <= 1'b1;
                end else begin
                    current_burst_data <= current_burst_data << 16;
                end
                burst_word_counter <= burst_word_counter + 3'd1;
            end
            case (state)
                IDLE: begin
                    stream_err_underflow_o <= 1'b0;
                    if (req_burst_preload) begin
                        req_burst_preload  <= 1'b0;
                        preload_counter    <= PRELOAD_DELAY_COUNT;
                        state              <= PRELOAD_DELAY;
                    end else if (stream_ena_i && req_burst_read) begin
                        req_burst_read     <= 1'b0;
                        state              <= READ_BURST0;
                    end else begin
                        if (!writer_burst_full_i) begin
                            writer_burst_d_o <= {8'd0, FB_BASE_ADDR + burst_address};
                            writer_burst_enq_o <= 1'b1;
                            if (burst_address < stream_base_address + FB_SIZE - 8)
                                burst_address <= burst_address + 8;
                            state <= WAIT_BURST;
                        end else begin
                            if (read_pending) begin
                                if (!reader_empty_i) begin
                                    read_pending <= 1'b0;
                                    state <= READ2;
                                end
                            end else if (sel_i && !writer_full_i && !reader_burst_alm_empty_i) begin
                                state <= wr_i ? WRITE0 : READ0;
                            end
                        end
                    end
                end
                WAIT_BURST: begin
                    writer_burst_enq_o <= 1'b0;
                    state <= IDLE;
                end
                WRITE0: begin
                    if (!writer_full_i) begin
                        writer_d_o   <= {1'b1, FB_BASE_ADDR + address_i, data_in_i};
                        writer_enq_o <= 1'b1;
                        ack_o        <= 1'b1;
                        state        <= WRITE1;
                    end
                end
                WRITE1: begin
                        ack_o        <= 1'b0;
                        writer_enq_o <= 1'b0;
                        state        <= IDLE;
                end
                READ0: begin
                    if (!writer_full_i) begin
                        writer_d_o   <= {1'b0, FB_BASE_ADDR + address_i, 16'h0};
                        writer_enq_o <= 1'b1;
                        state        <= READ1;
                    end
                end
                READ1: begin
                    writer_enq_o <= 1'b0;
                    read_pending <= 1'b1;
                    state        <= IDLE;
                end
                READ2: begin
                    if (!reader_empty_i) begin
                        reader_deq_o <= 1'b1;
                        state        <= READ3;
                    end
                end
                READ3: begin
                    reader_deq_o <= 1'b0;
                    data_out_o   <= reader_q_i;
                    ack_o        <= 1'b1;
                    state        <= READ4;
                end
                READ4: begin
                    ack_o      <= 1'b0;
                    state      <= IDLE;
                end
                READ_BURST0: begin
                    if (!reader_burst_empty_i) begin
                        reader_burst_deq_o <= 1'b1;
                        state <= READ_BURST1;
                    end else begin
                        stream_err_underflow_o <= 1'b1;
                        state <= IDLE;
                    end
                end
                READ_BURST1: begin
                    reader_burst_deq_o <= 1'b0;
                    new_burst_data     <= reader_burst_q_i[127:0];
                    state              <= IDLE;
                end
                PRELOAD_DELAY: begin
                    preload_counter <= preload_counter - 1;
                    if (preload_counter == 0)
                        state <= PRELOAD0;
                end
                PRELOAD0: begin
                    if (!reader_burst_empty_i) begin
                        reader_burst_deq_o <= 1'b1;
                        state <= PRELOAD1;
                    end else begin
                        state <= PRELOAD2;
                    end
                end
                PRELOAD1: begin
                    reader_burst_deq_o <= 1'b0;
                    state <= PRELOAD0;
                end
                PRELOAD2: begin
                    if (!writer_burst_full_i) begin
                        writer_burst_d_o <= {8'd0, FB_BASE_ADDR + burst_address};
                        writer_burst_enq_o <= 1'b1;
                        if (burst_address < stream_base_address + FB_SIZE - 8)
                            burst_address <= burst_address + 8;
                        state <= PRELOAD3;
                    end
                end
                PRELOAD3: begin
                    writer_burst_enq_o <= 1'b0;
                    if (!reader_burst_empty_i) begin
                        reader_burst_deq_o <= 1'b1;
                        state <= PRELOAD4;
                    end
                end
                PRELOAD4: begin
                    reader_burst_deq_o <= 1'b0;
                    new_burst_data     <= reader_burst_q_i[127:0];
                    current_burst_data <= reader_burst_q_i[127:0];
                    req_burst_read     <= 1'b1;
                    state              <= IDLE;
                end
            endcase
        end
    end
endmodule
File: design/flow/run.sh
#!/bin/bash
# OpenROAD 26Q1-2900-gdf79404cd8, Yosys 0.63+post, stock flow scripts
make -C /OpenROAD-flow-scripts/flow DESIGN_CONFIG=/design/flow/config.mk WORK_HOME=/design/flow/orfs finish
File: design/flow/config.mk
export PLATFORM = sky130hd
export DESIGN_NAME = framebuffer
export DESIGN_NICKNAME = framebuffer
export VERILOG_FILES = /design/flow/design.v
export SDC_FILE = /design/flow/constraint.sdc
export NUM_CORES = 4
export LEC_CHECK = 1
export CORE_UTILIZATION = 40
File: design/flow/constraint.sdc
current_design framebuffer

set clk_period 23.6
set clk_io_pct 0.2

create_clock -name clk0 -period $clk_period [get_ports {clk_pix}]

set non_clock_inputs [all_inputs -no_clocks]
set_input_delay [expr $clk_period * $clk_io_pct] -clock clk0 $non_clock_inputs
set_output_delay [expr $clk_period * $clk_io_pct] -clock clk0 [all_outputs]
==> impl_metrics.env <==
# implementation run metrics
export IMPL_max_freq_ghz=0.139
export IMPL_cts_resized_gates=0
export IMPL_tool_warnings=36
export IMPL_yosysUniqueCellTypes=59
export IMPL_seqPwrFrac_pct=45.3
export IMPL_viasPerCell=5.28
export IMPL_grt_overflow=0
export IMPL_p_leak_nw=8.30
export IMPL_critical_path_max_fanout=35
export IMPL_io_pins=342
export IMPL_rows=78
export IMPL_ctsHtreeMaxLevel=2
export IMPL_outcome="complete, no violations"
export IMPL_clock_latency_ns=0.58
export IMPL_slew_headroom_pct=40.8
export IMPL_fin_crit_sh_pct=30.4
export IMPL_gp_congestion=0.912
export IMPL_vdd_drop_max_uv=52.1
export IMPL_top_area_cell="dfxtp_1"
export IMPL_topCellsByArea="dfxtp_1 (32%), edfxtp_1 (19%), mux2i_1 (7.2%)"
export IMPL_drc=0
export IMPL_grt_pass1_vias=14100
export IMPL_clockPowerShare_pct=36.8
export IMPL_dp_hpwl_um=35800
export IMPL_criticalPathCategory="in2reg"
export IMPL_slowest_stage="clkdlybuf4s50_1"
export IMPL_grt_pass1_wl_um=82200
export IMPL_synth_seq_cells=418
export IMPL_syn_area_sq_mm=0.0187
export IMPL_synthArstFlopShare_pct=0
export IMPL_die_area_sq_mm=0.0477
export IMPL_cts_tree="yes"
export IMPL_worstSetupStartpointType="input pin"
export IMPL_clock_sinks=418
export IMPL_ys_cells=2058
export IMPL_total_power_mw=1.88
export IMPL_post_cts_repair_setup_buffers=0
export IMPL_ys_flop_type="dfxtp_1"
export IMPL_synth_cells=2058
export IMPL_path_cells="clkdlybuf4s50_1 > a21oi_1 > a21oi_1 > nor4_1 > o21ai_0 > a21o_1 > buf_4 > a21oi_2 > mux2_2"
export IMPL_cp_end_kind="flip-flop"
export IMPL_maxCapViolCount=0
export IMPL_via_count=15400
export IMPL_power_net_switching_uw=514
export IMPL_setup_viol=0
export IMPL_crit_path_max_incr_delay_ns=0.59
export IMPL_avgSynthCellArea_sq_um=9.10
export IMPL_io_buffers=326
export IMPL_hold_class="reg2reg"
export IMPL_fp_util_pct=40.9
export IMPL_ctsRootBufferMaster="clkbuf_16"
export IMPL_path_clk_slew_ns=0.06
export IMPL_die_w_um=218
export IMPL_first_pass_iters=5
export IMPL_postSynthSeqShare_pct=51.1
export IMPL_synth_warnings=1
export IMPL_core_area_sq_mm=0.0458
export IMPL_fp_dieH_um=218
export IMPL_cp_common_cell="a21oi_1"
export IMPL_cp_data_required_time_ns=24.06
export IMPL_cts_hold_buf=0
export IMPL_top_area_share_pct=31.7
export IMPL_rsz0062_at_grt="false"
export IMPL_drv_slew=0
export IMPL_fin_crit_ns=7.18
export IMPL_pwr_share_comb_pct=17.9
export IMPL_grt_antenna_before_repair=11
export IMPL_wire_per_inst_um=18.4
export IMPL_edf_count=121
export IMPL_cp_arrival_ns=7.64
export IMPL_grt_start_max_net_pins=170
export IMPL_finalHoldViolCount=0
export IMPL_p_sw_share_pct=27.3
export IMPL_fin_skew_ns=0.0209
export IMPL_cts_buffers=46
export IMPL_ant_nets=0
export IMPL_area_growth_pct=26.2
export IMPL_worst_slew_pin_slew_ns=0.886
export IMPL_p_per_area_mw_per_mm2=79.6
export IMPL_drive_above_1_share_pct=4.96
export IMPL_grt_use_total_pct=23.1
export IMPL_clockBufferDepth=3
export IMPL_drt_initial_drc_count=1003
export IMPL_setup_tns_ns=0
export IMPL_intPower_mw=1.37
export IMPL_ys_chip_area_sq_mm=0.0187
export IMPL_wl_um=53700
[cells in the mapped netlist, types with 3 or more instances]
| cell type | n |
|---|---|
| and2_1 | 22 |
| nor3_1 | 51 |
| edfxtp_1 | 121 |
| o221a_2 | 3 |
| buf_1 | 6 |
| mux2_2 | 3 |
| xnor2_1 | 32 |
| a21oi_1 | 261 |
| buf_6 | 3 |
| nand3b_1 | 5 |
| a311oi_2 | 5 |
| nand3_1 | 23 |
| and3_1 | 8 |
| inv_1 | 14 |
| nor2_1 | 313 |
| or3_1 | 6 |
| buf_2 | 5 |
| mux2i_1 | 134 |
| nor2b_1 | 6 |
| a211oi_1 | 124 |
| buf_4 | 29 |
| nand2b_1 | 8 |
| nand4_1 | 7 |
| clkbuf_1 | 143 |
| o21ai_0 | 15 |
| a311oi_1 | 12 |
| dfxtp_1 | 297 |
| ha_1 | 28 |
| nand2_1 | 292 |
| xor2_1 | 22 |
| a221oi_1 | 17 |
| nor4_1 | 6 |
[cell type report]
cell class,instances,area (sq um)
well taps,600,751
inverters,15,56.3
multi-input cells,1446,8320
flip-flops and latches,418,9580
repair buffers,352,3480
clock inverters,15,66.3
diodes,6,15.0
fillers,4066,22100
clock buffers,71,1380
[kinds of logic (layout without fill, tap and decap cells)]
kind of cell / Yosys count / after routing / share of synthesized area, %
multiplexers: 137 / 137 / 7.34
other: 1 / 14 / 0.0200
XOR/XNOR: 54 / 54 / 2.53
adder cells (fa/ha/maj): 28 / 28 / 1.87
flip-flops: 418 / 418 / 51.1
buffers and inverters: 201 / 453 / 4.76
AND-OR/OR-AND: 461 / 461 / 15.4
AND/OR/NAND/NOR: 758 / 758 / 16.9
[critical path: cells and delay by family]
family / cells / cell delay [ns]
compound gates: 5 / 1.22
buf+inv: 2 / 0.90
mux: 1 / 0.35
simple gates: 1 / 0.44
[state kept, by name, summed over array words and instances (netlist names), 3 cells and up]
name	count
new_burst_data	128
writer_d_o	41
stream_base_address	24
state	5
data_out_o	16
writer_burst_d_o	24
current_burst_data	128
burst_address	24
burst_word_counter	3
preload_counter	16
[routing by layer]
metal | up-vias | GRT usage (%) | routed length (um)
met3 | 68 | 6.87 | 4840
met4 | 12 | 4.06 | 961
met1 | 7220 | 34.1 | 23100
met2 | 486 | 35.2 | 24700
li1 | 7642 | - | -
met5 | - | 0 | 76
[layout by cell type, fill, tap and decap left out, types with 8 or more instances in the layout]
cell type and count:
clkdlybuf4s50_1 325, nor2_1 313, dfxtp_1 297, nand2_1 292
a21oi_1 261, mux2i_1 134, a211oi_1 124, edfxtp_1 121
nor3_1 50, clkbuf_16 49, xnor2_1 32, ha_1 28
buf_4 25, nand3_1 23, xor2_1 22, and2_1 21
a221oi_1 17, o21ai_0 15, inv_1 14, clkbuf_1 14
a311oi_1 12, and3_1 8, conb_1 8, clkinv_2 8
[stage by stage]
step	utilization [%]	area (sq um)	setup WS (ns)	hold slack, ns	instances
after detailed placement	48.5	22200	15.87	0.445	2831
after global placement	48.5	22200	15.89	0.441	2831
final	51.7	23600	16.42	0.451	2923
after CTS	51.6	23600	16.47	0.453	2917
after global routing	51.6	23600	16.20	0.464	2919
after floorplan	-	18800	13.77	0.425	2065
[power by group through the flow]
stage	clock network (mW)	registers, mW	logic [mW]
final	0.692	0.853	0.337
after global routing	0.739	0.860	0.375
after CTS	0.709	0.853	0.339
[path summary, 6_finish.rpt]
path / slack [ns] / endpoint / from / cells past startpoint
max: 16.42 / burst_address[2]$_DFF_P_ / stream_ena_i / 9
min: 0.45 / new_burst_data[61]$_SDFFE_PP0P_ / new_burst_data[61]$_SDFFE_PP0P_ / 2
max reg2reg: 19.03 / burst_address[2]$_DFF_P_ / stream_base_address[10]$_DFFE_PP_ / 15
min reg2reg: 0.45 / new_burst_data[61]$_SDFFE_PP0P_ / new_burst_data[61]$_SDFFE_PP0P_ / 2

File: /design/flow/design.v
module hdmi_encoder(
  input  wire pixel_clk,
  input  wire pixel_clk_x5,
  input  wire [7:0] red, green, blue,
  input  wire vde, hsync, vsync,
  output wire [3:0] gpdi_dp, gpdi_dn
);
  wire [9:0] TMDS_red, TMDS_green, TMDS_blue;
  TMDS_encoder encode_R(.clk(pixel_clk), .VD(red  ), .CD(2'b00)        , .VDE(vde), .TMDS(TMDS_red));
  TMDS_encoder encode_G(.clk(pixel_clk), .VD(green), .CD(2'b00)        , .VDE(vde), .TMDS(TMDS_green));
  TMDS_encoder encode_B(.clk(pixel_clk), .VD(blue ), .CD({vsync,hsync}), .VDE(vde), .TMDS(TMDS_blue));
  reg [2:0] ctr_mod5 = 0;
  reg shift_ld = 0;
  always @(posedge pixel_clk_x5)
  begin
    shift_ld <= (ctr_mod5==4'd4);
    ctr_mod5 <= (ctr_mod5==4'd4) ? 4'd0 : ctr_mod5 + 4'd1;
  end
  reg [9:0] shift_R = 0, shift_G = 0, shift_B = 0, shift_C = 0;
  always @(posedge pixel_clk_x5)
  begin
    shift_R <= shift_ld ? TMDS_red   : shift_R[9:2];
    shift_G <= shift_ld ? TMDS_green : shift_G[9:2];
    shift_B <= shift_ld ? TMDS_blue  : shift_B[9:2];	
    shift_C <= shift_ld ? 10'h3e0    : shift_C[9:2];
  end
  ODDRX1F ddr3p( .Q(gpdi_dp[3]), .SCLK(pixel_clk_x5), .D0(shift_C[0]),  .D1(shift_C[1]),  .RST(1'b0) );
  ODDRX1F ddr2p( .Q(gpdi_dp[2]), .SCLK(pixel_clk_x5), .D0(shift_R[0]),  .D1(shift_R[1]),  .RST(1'b0) );
  ODDRX1F ddr1p( .Q(gpdi_dp[1]), .SCLK(pixel_clk_x5), .D0(shift_G[0]),  .D1(shift_G[1]),  .RST(1'b0) );
  ODDRX1F ddr0p( .Q(gpdi_dp[0]), .SCLK(pixel_clk_x5), .D0(shift_B[0]),  .D1(shift_B[1]),  .RST(1'b0) );
  ODDRX1F ddr3n( .Q(gpdi_dn[3]), .SCLK(pixel_clk_x5), .D0(~shift_C[0]), .D1(~shift_C[1]), .RST(1'b0) );
  ODDRX1F ddr2n( .Q(gpdi_dn[2]), .SCLK(pixel_clk_x5), .D0(~shift_R[0]), .D1(~shift_R[1]), .RST(1'b0) );
  ODDRX1F ddr1n( .Q(gpdi_dn[1]), .SCLK(pixel_clk_x5), .D0(~shift_G[0]), .D1(~shift_G[1]), .RST(1'b0) );
  ODDRX1F ddr0n( .Q(gpdi_dn[0]), .SCLK(pixel_clk_x5), .D0(~shift_B[0]), .D1(~shift_B[1]), .RST(1'b0) );
endmodule
module TMDS_encoder(
  input clk,        
  input [7:0] VD,   
  input [1:0] CD,   
  input VDE,        
  output reg [9:0] TMDS = 0
);
  reg  [3:0] dc_bias = 0;
  wire [3:0] ones = VD[0] + VD[1] + VD[2] + VD[3] + VD[4] + VD[5] + VD[6] + VD[7];
  wire       XNOR = (ones>4'd4) || (ones==4'd4 && VD[0]==1'b0);
  wire [8:0] dw;
  assign dw[8] = ~XNOR;
  assign dw[7] = dw[6] ^ VD[7] ^ XNOR;
  assign dw[6] = dw[5] ^ VD[6] ^ XNOR;
  assign dw[5] = dw[4] ^ VD[5] ^ XNOR;
  assign dw[4] = dw[3] ^ VD[4] ^ XNOR;
  assign dw[3] = dw[2] ^ VD[3] ^ XNOR;
  assign dw[2] = dw[1] ^ VD[2] ^ XNOR;
  assign dw[1] = dw[0] ^ VD[1] ^ XNOR;
  assign dw[0] = VD[0];
  wire [3:0] dw_disp = dw[0] + dw[1] + dw[2] + dw[3] + dw[4] + dw[5] + dw[6] + dw[7] + 4'b1100;
  wire       sign_eq = (dw_disp[3] == dc_bias[3]);
  wire [3:0] delta  = dw_disp - ({dw[8] ^ ~sign_eq} & ~(dw_disp==0 || dc_bias==0));
  wire       inv_dw = (dw_disp==0 || dc_bias==0) ? ~dw[8] : sign_eq;
  wire [3:0] dc_bias_d = inv_dw ? dc_bias - delta : dc_bias + delta;
  wire [9:0] TMDS_data = { inv_dw, dw[8], dw[7:0] ^ {8{inv_dw}} };
  wire [9:0] TMDS_code = CD[1] ? (CD[0] ? 10'b1010101011 : 10'b0101010100)
                               : (CD[0] ? 10'b0010101011 : 10'b1101010100);
  always @(posedge clk) TMDS    <= VDE ? TMDS_data : TMDS_code;
  always @(posedge clk) dc_bias <= VDE ? dc_bias_d : 0;
endmodule
File: /design/flow/run.sh
#!/bin/bash
# OpenROAD 26Q1-2900-gdf79404cd8, Yosys 0.63+post, stock flow scripts
make -C /OpenROAD-flow-scripts/flow DESIGN_CONFIG=/design/flow/config.mk WORK_HOME=/design/flow/orfs finish
File: /design/flow/config.mk
export PLATFORM = sky130hd
export DESIGN_NAME = TMDS_encoder
export DESIGN_NICKNAME = TMDS_encoder
export VERILOG_FILES = /design/flow/design.v
export SDC_FILE = /design/flow/constraint.sdc
export NUM_CORES = 4
export LEC_CHECK = 1
export CORE_UTILIZATION = 30
File: /design/flow/constraint.sdc
current_design TMDS_encoder

set clk_period 8.5
set clk_io_pct 0.2

create_clock -name clk0 -period $clk_period [get_ports {clk}]

set non_clock_inputs [all_inputs -no_clocks]
set_input_delay [expr $clk_period * $clk_io_pct] -clock clk0 $non_clock_inputs
set_output_delay [expr $clk_period * $clk_io_pct] -clock clk0 [all_outputs]
==> changes_impl.md <==
### Metrics

* Max cap viols at 0
* Wire per inst at 10.51 µm
* R2R depth at 11
* Distinct cells, synth at 31
* Final setup fails at 3
* Met2 WL at 1298 µm
* Number of DRC markers in iteration 0 at 14
* Core area at 0.004086 mm²
* Crit start category: input pin
* Ys Warns at 1
* Reg-to-reg slack, setup at 5.50 ns
* Dpl cell area at 0.001874 mm²
* Antenna Cells at 0
* FP Rows at 23
* Vias per std cell at 4.313
* Failing checks: negative setup slack
* Met3 WL at 75 µm
* CTS Sinks at 14
* Final core utilization at 53.49%
* DRC at 0
* Max layer used: met4
* Seq share, synth at 21.54%
* Setup WS pre-CTS at -1.271 ns
* Unrepaired setup endpoints after global routing: yes
* Max-slew headroom at 36.58%
* Hold Crit Class: reg -> reg
* H-tree depth at 1
* Clk_skew at 0.001869 ns
* Routed Antenna Nets at 0
* GRT overflow at 0
* Post-synth regs at 14
* Fin. max-slew vios at 0
* Reg2reg end: dc_bias[3]$_SDFF_PN0_
* Vias at 1130
* Die W at 67.86 µm
* Chip Footprint at 0.004605 mm²
* Period utilization at 104.8%
* Total placed cells including tap cells at 231
* Post-DP HPWL at 2054 µm
* Worst EP arrival at 9.04 ns
* Clock Pin Slew Worst Setup and Hold Paths at 0.06 ns
* Reg-to-Reg Start: dc_bias[3]$_SDFF_PN0_
* Final Hold Viols at 0
* Area leader share at 21.54%
* Status: finished with violations
* CP Launch Point: VD[0]
* Share of layout cells above drive strength 1 at 45.28%
* Type of destination of the critical path: flip-flop
* WP data required at 8.63 ns
* Final setup margin at -0.4111 ns
* FP Util at 31.84%
* Clock Tree Buf Depth at 2
* Syn Inst Count at 135
* Skew-Pair Late Insertion Delay at 0.24 ns
* Cts hold-fix bufs at 0
* TritonCTS clock tree: yes
* Cells in synth_stat.txt at 135
* CTS buffer count at 3
* Top_reg_cell synth: dfxtp_1
* Worst setup path end: dc_bias[3]$_SDFF_PN0_
* Flip-flops with a built-in enable at 0
* Synthesized area per cell at 9.639 µm²
* Worst path slowest cell: fa_1
* Final wirelength at 2754 µm
* Final instance area at 0.002186 mm²
* Die height at 67.86 µm
* First-pass GRT wire length at 4809 µm
* Gr usage total at 13.82%
* Root Buffer: clkbuf_8
* First-pass iteration count of the detailed router at 4
* Vias in the first global route at 1162
* Synth top cell by count: inv_1
* Input/output buffers at 21
* Top cells by area: dfxtp_1 22%, fa_1 15%, xnor2_1 12%
* Worst-Margin Slew at 0.9426 ns
* Setup CP Type: in -> reg
* Mapped Area at 0.001301 mm²
* Max incr delay on CP at 0.55 ns
* Num ports at 22
* Metal-1 WL at 1358 µm
* Antenna violations before repair at 0
* Crit path top cell by count: fa_1
* YS chip area at 0.001301 mm²
* P&R area growth vs syn at 67.98%
* Count of tool warnings at 30
* Layout Cells excl Fill at 262
* Tmin final at 8.911 ns
* Maximum number of pins on one net before global-route repair at 11
* GP Congestion at 0.7796
* Async set-or-reset flop fraction in the synthesized netlist at 0%
* F_max at 112.2 MHz
* Commonest cells in the netlist: 25 x inv_1, 18 x xnor2_1, 14 x dfxtp_1, 12 x ha_1, 10 x fa_1
* Cell type with the largest total area: dfxtp_1
* Worst-path fanout max at 3
## cells by family (layout without fill, tap and decap cells)
logic type	Yosys count	after routing	synth area share (%)
AND-OR/OR-AND	19	19	10.00
XOR/XNOR	29	29	23.75
adder cells (fa/ha/maj)	22	22	26.92
buffers and inverters	27	104	8.077
flip-flops	14	14	21.54
multiplexers	1	1	0.8653
AND/OR/NAND/NOR	23	23	8.847
## flip-flops by register name (all words and copies together), names as in the netlist
name,flops
TMDS,10
dc_bias,4
## per-stage QoR
| stage | setup TNS [ns] | hold slack [ns] |
|---|---|---|
| global placement | -5.298 | 0.5430 |
| finish | -0.5795 | 0.5753 |
| detailed placement | -6.258 | 0.5508 |
| global route | -1.438 | 0.6287 |
| floorplan | -0.6644 | 0.5307 |
| CTS | -1.089 | 0.5740 |
## worst min path at each step
stage                                  from               endpoint  depth (start not counted)
after CTS             dc_bias[0]$_SDFF_PN0_  dc_bias[0]$_SDFF_PN0_                          3
after global routing  dc_bias[0]$_SDFF_PN0_  dc_bias[0]$_SDFF_PN0_                          3
final                 dc_bias[0]$_SDFF_PN0_  dc_bias[0]$_SDFF_PN0_                          3
## routing by layer
layer,up-vias,GRT usage [%]
met5,-,0
met4,0,2.865
met3,2,1.014
met2,18,23.27
met1,533,19.93
li1,577,-
## cell usage in the layout (no fill, tap or decap), types with 3 or more instances in the layout
master           count
a21oi_1              6
buf_4               52
buf_6                3
clkbuf_8             4
clkdlybuf4s50_1     18
dfxtp_1             14
fa_1                 8
ha_1                 7
ha_4                 3
inv_1               21
inv_2                3
nand2_1              3
nor2_1               6
o21ai_0              5
xnor2_1             13
xnor2_2              6
xor2_1               6
## worst max-delay path: cells and delay by family
kind,cells,cell delay [ns]
multiplexers,1,0.16
AND/OR/NAND/NOR,5,0.57
buffers and inverters,4,0.25
XOR/XNOR,3,0.50
adder cells (fa/ha/maj),13,5.16
AND-OR/OR-AND,4,0.68
## cell type report
| type | instances | area, µm² |
|---|---|---|
| clock buffer | 4 | 55.05 |
| inverter | 25 | 97.59 |
| multi-input combinational | 94 | 1066 |
| tap | 50 | 62.56 |
| fill | 334 | 1901 |
| sequential | 14 | 280.3 |
| timing repair buffer | 75 | 624.3 |
## what timing repair did
item	in CTS	in global routing
gates cloned	0	0
setup endpoints to repair	11	5
pin swaps	19	7
gates resized	27	4
setup buffers	29	2
